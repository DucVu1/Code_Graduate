==> design/flow/design.v <==
module priority_encoder_64(
    input  logic [63:0] vec,              
    output logic [3:0]  dict_word_index,    
    output logic [1:0]  local_byte_index   
);
    logic [15:0] group_valid;
    genvar j;
    generate
      for (j = 0; j < 16; j = j + 1) begin : group_valid_gen
         assign group_valid[j] = |vec[j*4 +: 4];
      end
    endgenerate
    always_comb begin
        if (group_valid[0])
            dict_word_index = 4'd0;
        else if (group_valid[1])
            dict_word_index = 4'd1;
        else if (group_valid[2])
            dict_word_index = 4'd2;
        else if (group_valid[3])
            dict_word_index = 4'd3;
        else if (group_valid[4])
            dict_word_index = 4'd4;
        else if (group_valid[5])
            dict_word_index = 4'd5;
        else if (group_valid[6])
            dict_word_index = 4'd6;
        else if (group_valid[7])
            dict_word_index = 4'd7;
        else if (group_valid[8])
            dict_word_index = 4'd8;
        else if (group_valid[9])
            dict_word_index = 4'd9;
        else if (group_valid[10])
            dict_word_index = 4'd10;
        else if (group_valid[11])
            dict_word_index = 4'd11;
        else if (group_valid[12])
            dict_word_index = 4'd12;
        else if (group_valid[13])
            dict_word_index = 4'd13;
        else if (group_valid[14])
            dict_word_index = 4'd14;
        else if (group_valid[15])
            dict_word_index = 4'd15;
        else
            dict_word_index = 4'd0;  
    end
    logic [3:0] group_vec;
    assign group_vec = vec[dict_word_index*4 +: 4];
    always_comb begin
        if (group_vec[0])
            local_byte_index = 2'd0;
        else if (group_vec[1])
            local_byte_index = 2'd1;
        else if (group_vec[2])
            local_byte_index = 2'd2;
        else if (group_vec[3])
            local_byte_index = 2'd3;
        else
            local_byte_index = 2'd0;  
    end
endmodule
module top_module_1 (
    input  logic [31:0]                 in_word,
    input  logic [16*32-1:0]            dictionary_i,  
    output logic [3:0]                  dict_word_index,  
    output logic [1:0]                  local_byte_index,
    output logic [7:0]                  matched_byte,      
    output logic [11:0]                 out_code           
);
    logic [63:0] cmp_vec;
    logic match_zzzz;
    logic msb24_match;
    zzzz_zzzx_comparator2 comp_core_inst (
        .in_word(in_word),
        .dictionary_i(dictionary_i),
        .cmp_vec(cmp_vec),
        .match_zzzz(match_zzzz),
        .msb24_match(msb24_match)
    );
    priority_encoder_64 pe_new_inst (
        .vec(cmp_vec),
        .dict_word_index(dict_word_index),
        .local_byte_index(local_byte_index)
    );
    logic [5:0] dictionary_byte_index;
    assign dictionary_byte_index =  {dict_word_index , local_byte_index};
    assign matched_byte = dictionary_i[((dictionary_byte_index+1)*8)-1 -: 8];
    always_comb begin
        if (match_zzzz)
            out_code = 12'b0000_00000000;
        else if (msb24_match && (|cmp_vec))
            out_code = {4'b1101, matched_byte};
        else
            out_code = 12'b0;
    end
endmodule
module zzzz_zzzx_comparator2 #(
    parameter WIDTH = 32,          
    parameter WORDS = 16,          
    parameter BYTE  = 8           
)(
    input  logic [31:0]                  in_word,
    input  logic [WORDS*WIDTH-1:0]       dictionary_i,
    output logic [63:0]                  cmp_vec,      
    output logic                       match_zzzz,    
    output logic                       msb24_match    
);
    assign match_zzzz = (~(|in_word));
    assign msb24_match = ~(|in_word[31:8]);
    generate
        genvar i;
        for (i = 0; i < 64; i = i + 1) begin : gen_compare
            comparator #(.N(BYTE)) comparator_inst (
                .input_i(in_word[7:0]),
                .compare_value_i(dictionary_i[(i+1)*BYTE - 1 : i*BYTE]),
                .match_o(cmp_vec[i])
            );
        end
    endgenerate
endmodule
module comparator#(parameter N = 32) (
    input  logic [N -1 : 0]  input_i,
    input  logic [N - 1 : 0] compare_value_i,
    output logic             match_o
);
assign match_o = |(input_i ~^ compare_value_i);
endmodule
==> design/flow/run.sh <==
#!/bin/bash
# OpenROAD 26Q1-2900-gdf79404cd8, Yosys 0.63+post, stock flow scripts
make -C /OpenROAD-flow-scripts/flow DESIGN_CONFIG=/design/flow/config.mk WORK_HOME=/design/flow/orfs finish
==> design/flow/config.mk <==
export PLATFORM = sky130hd
export DESIGN_NAME = top_module_1
export DESIGN_NICKNAME = top_module_1
export VERILOG_FILES = /design/flow/design.v
export SDC_FILE = /design/flow/constraint.sdc
export NUM_CORES = 4
export LEC_CHECK = 1
export CORE_AREA = 10 10 321 321
export DIE_AREA = 0 0 331 331
==> design/flow/constraint.sdc <==
current_design top_module_1

set clk_period 24.8
set clk_io_pct 0.2

create_clock -name clk0 -period $clk_period

set non_clock_inputs [all_inputs -no_clocks]
set_input_delay [expr $clk_period * $clk_io_pct] -clock clk0 $non_clock_inputs
set_output_delay [expr $clk_period * $clk_io_pct] -clock clk0 [all_outputs]
==> GITHUB_STEP_SUMMARY <==
## PnR job results

| Metric | Value |
|---|---|
| Run status | `finished, final reports clean` |
| Post-place setup slack | `around 4.0 ns` |
| Placer Congestion | `about 1.1` |
| Largest net degree at the start of global routing | `47` |
| Registers | `0` |
| Remaining Overflow, GRT | `0` |
| FF/Latch Area | `0 um^2` |
| Pins Over Slew Limit | `0` |
| Hold_sp | `dictionary_i[511]` |
| Chip area | `0.110 mm^2` |
| Syn Inst Count | `around 1900` |
| Vias per inst | `5.29` |
| RSZ-0062 raised after global routing | `no` |
| Fillers | `roughly 11000` |
| Crit-path max cell delay | `a little under 0.7 ns` |
| Cell type with the largest total area | `xnor2_1` |
| Number of hold buffers added after CTS | `0` |
| Util after Layout | `0.218` |
| Top-area cell share | `0.220` |
| Power per Cell Area | `between 10 and 15 mW/mm^2` |
| Synth area leaders | `xnor2_1, xor2_1, mux4_2` |
| Min-Delay Path Depth | `4` |
| Final setup margin | `roughly 3.6 ns` |
| Core footprint | `between 0.09 and 0.1 mm^2` |
| Synth Seq Share | `0` |
| FMAX | `between 0.04 and 0.05 GHz` |
| Max VDD drop | `approximately 10 uV` |
| Antenna-violating nets left | `0` |
| # rows | `approximately 110` |
| Post-Syn Area | `0.0141 mm^2` |
| Via count | `19511` |
| Routed WL | `approximately 130 mm` |
| Multi-input logic area | `0.0131 mm^2` |
| Number of global-route vias before repair | `a little under 20000` |
| YS chip area | `about 0.014 mm^2` |
| Yosys cell count | `~1900` |
| CP dominant cell by count | `buf_4` |
| Unique cell types | `92` |
| I/O Buffers | `about 570` |
| Number of antenna violations at the first check in global routing | `~83` |
| Worst-path maximum fanout | `34` |
| Drt initial violations | `a little under 2000` |
| Remaining routing DRC violations | `0` |
| Worst Path Arrival | `16.21 ns` |
| Fp_density | `0.147` |
| Die Y | `331 um` |
| First-pass GRT wire length | `168 mm` |
| Layout cells sized above 1 | `0.0741` |
| Ports | `between 500 and 600` |
| Syn Area/Cell | `about 7.4 um^2` |
| Die span in x | `approximately 330 um` |
| Static Leakage | `around 6.4 nW` |
| Worst relative slew slack | `0.298` |
| Crit path launch | `in_word[4]` |
| Crit path time final | `approximately 21 ns` |
| Routed WL per cell | `~35 um` |
| Cts repair resizes | `0` |
| Clkbuf count | `0` |
| Critical Path Slowest Stage Cell | `nor4bb_1` |
| Setup tns final | `0 ns` |
| Crit. End Element | `output port` |
| Hold Fails Final Rpt | `0` |
| Setup Fix Bufs, Post-CTS | `0` |
| CP Class | `primary input to output port` |
| Crit path DRT | `a little under 20 ns` |
| Setup violators final | `0` |
| Worst-Margin Slew | `~1.0 ns` |
| Max-cap violations | `0` |
| Drt pass-1 iters | `8` |
| Tot GR Track Use | `0.225` |
| Critical path launch point type | `primary input` |
| Hold Path Class | `primary input to output port` |
| Synth warn | `2` |
| HPWL after detailed placement | `around 110 mm` |
| Post-layout period usage | `0.854` |
| Area Overhead vs Synth | `48.5%` |
| Tool warning count | `33` |
==> stage by stage <==
stage          power (mW)  hold WS, ns  cells  instance area [um^2]
6_report            0.293        10.96   3688                 21000
5_1_grt             0.305        11.01   3674                 20900
4_1_cts             0.290        10.97   3664                 20900
3_5_place_dp        0.288        10.96   3664                 20900
3_3_place_gp        0.289        10.98   3664                 20900
2_1_floorplan       0.127         9.97   1915                 14100
==> layout by cell type, fill, tap and decap left out, drive strengths merged, types with 7 or more instances in the layout <==
cell type,netlist,layout
and4,8,8
o21ai,37,37
o2111ai,10,10
clkdlybuf4s50,0,561
mux4,40,40
nand3,46,46
a21o,9,9
mux2,24,24
a32o,16,16
inv,8,8
o211ai,34,34
and2,12,12
a211oi,25,25
nor3,34,34
diode,0,24
nor4,116,116
a22o,31,31
and3,28,28
xor2,161,161
a21oi,99,99
o31ai,9,9
nand2,193,193
a311oi,7,7
mux2i,49,49
a311o,7,7
nor2,94,94
a221oi,29,29
a2111oi,8,8
or3,12,12
xnor2,356,356
a31oi,14,14
buf,111,77
nand4,74,74
a221o,29,29
o22ai,11,11
a22oi,34,34
==> final cells by class <==
| type | instances | share of cell area |
|---|---|---|
| Antenna cell | 24 | 0.00286 |
| Multi-Input combinational cell | 1742 | 0.624 |
| Inverter | 8 | 0.00143 |
| Timing Repair Buffer | 638 | 0.295 |
| Tap cell | 1276 | 0.0761 |
==> final timing paths <==
path | to | slack (ns)
min | out_code[7] | 10.96
max | out_code[0] | 3.63
==> report_power, final <==
group,total (mW),switching [mW],internal (mW),leakage (nW)
sequential,0,0,0,0
combinational,0.293,0.145,0.148,6.45
clock,0.000000130,0,0.000000130,0.000152
total,0.293,0.145,0.148,6.45
==> worst max-delay path: cells and delay by family <==
| family | cells | cell delay (ns) |
|---|---|---|
| xor+xnor | 1 | 0.15 |
| compound gates | 12 | 4.78 |
| fa+ha+maj | 1 | 0.31 |
| simple gates | 6 | 2.33 |
| buf+inv | 8 | 3.47 |
==> cell families after synthesis <==
group                    count (synthesis)  share of synthesized area
multiplexers                           113                      0.118
XOR/XNOR                               517                      0.321
buffers and inverters                  173                     0.0800
adder cells (fa/ha/maj)                  2                    0.00177
other                                    1                   0.000266
AND/OR/NAND/NOR                        646                      0.234
AND-OR/OR-AND                          463                      0.246
==> synth_stat cells (all sizes together) (9+ instances only) <==
library cell and n:
a221o 29, and2 12, a32o 16, nand4 74, a221oi 29, o21ai 37, mux2 24, xnor2 356
clkbuf 54, a21o 9, xor2 161, o2111ai 10, a21oi 99, mux4 40, nand2 193, buf 111
nor4 116, nor3 34, o211ai 34, mux2i 49, a22oi 34, o31ai 9, a31oi 14, nor2 94
a211oi 25, a22o 31, or3 12, nand3 46, o22ai 11, and3 28
==> metal layers <==
| layer | track usage | share of wire |
|---|---|---|
| met1 | 0.265 | 0.37 |
| met2 | 0.358 | 0.45 |
| met3 | 0.0894 | 0.11 |
| met4 | 0.0969 | 0.057 |
| met5 | 0 | 0.0054 |
Power figures rest on the tool's default switching activity, not on a simulated workload.
