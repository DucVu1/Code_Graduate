--- ./run.sh ---
#!/bin/bash
# OpenROAD 26Q1-2900-gdf79404cd8, Yosys 0.63+post, stock flow scripts
make -C /OpenROAD-flow-scripts/flow DESIGN_CONFIG=/design/flow/config.mk WORK_HOME=/design/flow/orfs finish
--- ./config.mk ---
export PLATFORM = sky130hd
export DESIGN_NAME = dictionary_comparator
export DESIGN_NICKNAME = dictionary_comparator
export VERILOG_FILES = /design/flow/design.v
export SDC_FILE = /design/flow/constraint.sdc
export NUM_CORES = 4
export LEC_CHECK = 1
export CORE_AREA = 10 10 215 215
export DIE_AREA = 0 0 225 225
--- ./constraint.sdc ---
current_design dictionary_comparator

set clk_period 3.5
set clk_io_pct 0.2

create_clock -name clk0 -period $clk_period

set non_clock_inputs [all_inputs -no_clocks]
set_input_delay [expr $clk_period * $clk_io_pct] -clock clk0 $non_clock_inputs
set_output_delay [expr $clk_period * $clk_io_pct] -clock clk0 [all_outputs]
--- ./design.v ---
module comparator#(parameter N = 32) (
    input  logic [N -1 : 0]  input_i,
    input  logic [N - 1 : 0] compare_value_i,
    output logic             match_o
);
assign match_o = |(input_i ~^ compare_value_i);
endmodule
module dictionary_comparator #(parameter WIDTH = 32, WORDS = 16)(
    input  logic [WIDTH - 1 : 0]     word_i,
    input  logic [(16*32) - 1 : 0]   dictionary_i,
    output logic                     match_o
);
logic [15:0] compare_vec;
generate
    genvar i;
    for (i = 0; i < WORDS; i = i + 1) begin : generate_64bit_adder
        comparator #(.N(WIDTH))comparator(.input_i(word_i),
		                                  .compare_value_i(dictionary_i[(i+1)*WIDTH - 1: i*WIDTH]),
										  .match_o(compare_vec[i]));
    end
endgenerate
assign match_o = |compare_vec;  
endmodule
==> changes_impl.md <==
### Implementation results

* Number of cells produced by synthesis at 728
* Top cell type by total area after synthesis: xor2_1
* Post-synthesis sequential area ratio at 0%
* Transition at the pin with the smallest max-transition slack at 514 ps
* RePlAce Congestion at 0.946
* Maximum capacitance violations at 0
* Worst setup path start: dictionary_i[352]
* Leakage power figure at 5.80 nW
* Result of the run: finished with violations
* Total I/O pin count at 545
* Vias at 8341
* Sequential cells at 0
* Via count of the first global-routing pass at 8633
* Crit path launch type: input port
* Overflow left after global routing at 0
* Total Negative Setup Slacks at -466 ps
* Initial antenna violation count at 9
* Setup-violating endpoint count in the final report at 1
* Post-synth top area share at 16.0%
* Total GRT Usage at 17.4%
* Filler cells at 4336
* Top cells by instance count after synthesis: 91 x xor2_1, 81 x nand2_1, 72 x o22ai_1, 64 x nand2b_1, 50 x nand4_1
* Die Y-Extent at 225 microns
* Final critical-path setup slack at -466 ps
* Endpoint required time on the critical path at 2800 ps
* Estimated wirelength of the detail-placed design at 41.5 mm
* Total standard cell area after synthesis at 4980 sq um
* Placement Setup Slack at -1900 ps
* Die Wd at 225 microns
* Number of remaining DRC errors at 0
* Most area-consuming cells after synthesis: xor2_1 16%, o22ai_1 9.0%, nand2b_1 8.0%
* Number of distinct library cells after synthesis at 42
* Synth top cell by count: xor2_1
* Achievable clock frequency at 252 MHz
* Yosys Chip Area at 4980 sq um
* Total cells reported by yosys after synthesis at 728
* Arrival time at the worst endpoint at 3270 ps
* Worst-path fanout max at 2
* Synthesized area per cell at 6.84 sq um
* Storage cell area at 0 sq um
* Global-route wire length before repair at 62.5 mm
* Area of the core at 41800 sq um
* Fraction of layout instances using a drive strength above 1 at 21.3%
* Remaining antenna violation count after routing at 0
* WS Path Type: input port to primary output
* Count of TritonRoute iterations in the first routing pass at 5
* Post-layout min period at 3970 ps
* Total power at 1.33 mW
* Pins Over Slew Limit at 0
* Maximum number of pins on one net before global-route repair at 11
* Worst ir drop on vdd at 0.0603 mV
* Layout overhead on the synthesized area at 161%
* Iteration-0 DRC Markers at 339
* Nature of the critical path endpoint: primary output
* Multi-input gate area in the final layout at 5540 sq um
* RSZ-0062 raised after global routing: yes
* Final wirelength at 46.7 mm
* Final hold slack at 2160 ps
* Core Density at Floorplan at 11.9%
* WL per Instance at 24.3 microns
* Count of warnings emitted by yosys at 0
* Ratio of total power to cell area at 102 nW/um^2
* Std-Cell Rows at 75
* Final count of hold timing violations at 0
* Headroom to the max-slew limit at 65.3%
* Violations in the final reports: setup timing
* Count of clock buffers in the final design at 0
* OpenROAD warning count at 34
* Via density per instance at 4.35
* Source of the worst hold timing path: dictionary_i[211]
* Number of buffers inserted by port buffering at 545
* Share of the clock period used by the worst path after layout at 113%
* Area enclosed by the die boundary at 50600 sq um
* Worst min path class: input port to primary output
* Final core utilization at 31.2%
worst paths after layout:
check	slack (ps)	cells past startpoint	endpoint
worst max-delay path	-470	8	match_o
worst min-delay path	2160	7	match_o
cell type report:
class	count	share of cell area, %
multi-input combinational	698	42.6
timing repair buffer	673	52.1
inverter	1	0.0288
tap	539	5.18
antenna	8	0.154
through the flow:
stage	instances	area, sq um
floorplan	728	4980
global placement	1893	11800
detailed placement	1893	11800
CTS	1909	12500
global route	1916	13000
finish	1919	13000
routing by layer:
metal	GRT usage, %	wire length [microns]	up-vias
met1	21.7	19400	3798
met4	1.60	552	2
met5	0	13	-
met2	30.7	22700	437
li1	-	-	4078
met3	4.30	4050	26
logic make-up (layout without fill, tap and decap cells):
group	after synthesis	in the layout	share of synthesized area [%]
mux	9	9	1.81
buf+inv	30	674	4.62
simple gates	455	455	57.3
xor+xnor	126	126	22.3
compound gates	108	108	14.0
other cells	0	8	0
power breakdown:
| part | internal, mW | total, mW | switching, mW |
|---|---|---|---|
| sequential | 0 | 0 | 0 |
| combinational | 0.817 | 1.33 | 0.516 |
| clock | 0.000000295 | 0.000000295 | 0 |
| total | 0.817 | 1.33 | 0.516 |
critical path: stages:
cell and delay [ps]:
dlygate4sd2_1 260, nand2b_1 160, o22ai_2 200, nand4_1 160, or4_1 520, or4_4 590
or4_4 540, buf_6 140
layout by cell type (no fill, tap or decap), drive strengths merged, types with 14 or more instances in the layout:
cell type,n
clkdlybuf4s50,349
buf,144
dlymetal6s2s,99
xor2,92
nand2,81
o22ai,72
nand2b,64
dlygate4sd2,51
nand4,50
nor3b,45
and3b,44
xnor2,34
nor2,34
nor4,33
clkbuf,22
nor3,18
and4b,17
nor4b,16
nor2b,14
repair_timing:
item                                    4_1_cts  5_1_grt
resized                                     248      239
cloned                                        3        0
hold buffers                                  0        0
endpoints found under the setup margin        1        1
buffers inserted                             16        3
pin swaps                                    69      109
No activity file was given, so power comes from the tool's default toggle rates.
