File: flow/design.v
module comparator#(parameter N = 32) (
    input  logic [N -1 : 0]  input_i,
    input  logic [N - 1 : 0] compare_value_i,
    output logic             match_o
);
assign match_o = |(input_i ~^ compare_value_i);
endmodule
module zzzz_zzzx_comparator #(
    parameter WIDTH = 32,          
    parameter WORDS = 16,          
    parameter BYTE  = 8            
)(
    input  logic [31:0]                  in_word,
    input  logic [WORDS*WIDTH-1:0]       dictionary_i,
    output logic [11:0]                  out_code   
);
    logic match_zzzz;
    assign match_zzzz = ~(|in_word);
    logic MSB_24_match;
    assign MSB_24_match = ~(|in_word[31:8]);
    logic [63:0] compare_vec;
    generate
        genvar i;
        for (i = 0; i < 64; i = i + 1) begin : gen_compare
            comparator #(.N(BYTE)) comparator_inst (
                .input_i(in_word[7:0]),
                .compare_value_i(dictionary_i[(i+1)*BYTE - 1 : i*BYTE]),
                .match_o(compare_vec[i])
            );
        end
    endgenerate
    logic byte_match;
    assign byte_match = |compare_vec;
    logic match_zzzx;
    assign match_zzzx = byte_match & MSB_24_match;
    logic [5:0] match_index;
    integer j;
    always_comb begin
       match_index = 0;
       for (j = 0; j < 64; j = j + 1) begin
          if (compare_vec[j])
             match_index = j;
       end
    end
    logic [7:0] matched_byte;
    assign matched_byte = dictionary_i[((match_index+1)*BYTE) - 1 -: BYTE];
    always_comb begin
       if (match_zzzz) begin
           out_code = 12'b0000_00000000;
       end else if (match_zzzx) begin
           out_code = {4'b1101, matched_byte};
       end else begin
           out_code = 12'b0;
       end
    end
endmodule
File: flow/run.sh
#!/bin/bash
# OpenROAD 26Q1-2900-gdf79404cd8, Yosys 0.63+post, stock flow scripts
make -C /OpenROAD-flow-scripts/flow DESIGN_CONFIG=/design/flow/config.mk WORK_HOME=/design/flow/orfs finish
File: flow/config.mk
export PLATFORM = sky130hd
export DESIGN_NAME = zzzz_zzzx_comparator
export DESIGN_NICKNAME = zzzz_zzzx_comparator
export VERILOG_FILES = /design/flow/design.v
export SDC_FILE = /design/flow/constraint.sdc
export NUM_CORES = 4
export LEC_CHECK = 1
export CORE_AREA = 10 10 298 298
export DIE_AREA = 0 0 308 308
File: flow/constraint.sdc
current_design zzzz_zzzx_comparator

set clk_period 31.7
set clk_io_pct 0.2

create_clock -name clk0 -period $clk_period

set non_clock_inputs [all_inputs -no_clocks]
set_input_delay [expr $clk_period * $clk_io_pct] -clock clk0 $non_clock_inputs
set_output_delay [expr $clk_period * $clk_io_pct] -clock clk0 [all_outputs]
==> impl_metrics.env <==
# source this file to load flow results
export IMPL_ys_warn_count=1
export IMPL_cts_setup_buffers=0
export IMPL_routedWlPerCell_um=31.2
export IMPL_antenna_found_initial=60
export IMPL_die_area_um2=94900
export IMPL_flop_area_um2=0
export IMPL_clkbuf_count=0
export IMPL_grt_first_pass_wirelength_mm=128
export IMPL_worstPathArrival_ns=15.01
export IMPL_whs_ns=13.75
export IMPL_drtPass1Iterations=4
export IMPL_gp_congestion=1.01
export IMPL_area_growth_pct=49.5
export IMPL_finalSetupTns_ns=0
export IMPL_grt_max_degree=102
export IMPL_worstSetupStartpointType="input pin"
export IMPL_crit_slowest_cell="nor4bb_1"
export IMPL_synth_top_area_share_pct=23.3
export IMPL_fp_util_pct=15.7
export IMPL_drive_gt1_share_pct=11.6
export IMPL_cts_hold_buf=0
export IMPL_vias_per_cell=4.83
export IMPL_cp_max_fo=53
export IMPL_ys_area_um2=12900
export IMPL_yosysTopAreaCell="xnor2_1"
export IMPL_grt_use_total_pct=19.6
export IMPL_slowest_delay_ns=0.70
export IMPL_crit_path_end_kind="output pin"
export IMPL_synth_area_per_cell_um2=8.85
export IMPL_critPathMostFrequentCell="buf_4"
export IMPL_drtAntennaViolNets=0
export IMPL_fmax_ghz=0.0468
export IMPL_drc=0
export IMPL_cts_resized=0
export IMPL_die_x_um=308
export IMPL_coreArea_um2=82100
export IMPL_postSynthSeqShare_pct=0
export IMPL_die_height_um=308
export IMPL_tool_warnings=36
export IMPL_worst_setup_path_type="input pin to output pin"
export IMPL_rsz0062_at_grt="no"
export IMPL_common_cells="xnor2_1, xor2_1, mux4_2"
export IMPL_port_buffers=555
export IMPL_synthCells=1460
export IMPL_relSlewSlack_pct=40.1
export IMPL_irDropWorstVdd_mv=0.00938
export IMPL_hold_class="input pin to output pin"
export IMPL_crit_path_cell_trace="buf_4, buf_4, xnor2_1, nor4_1, nor4bb_1, nor2_1, nor4_1, nand3_1, o211ai_1, nor3b_1, o21ai_0, ha_1, o31ai_1, o2111ai_2, a211o_1, nand3_1, and2_2, buf_4, mux2i_1, a2111oi_2, a211oi_1, o31ai_1, clkdlybuf4s50_1"
export IMPL_slew_violations=0
export IMPL_p_total_mw=0.230
export IMPL_io_pins=556
export IMPL_top_cells_by_area="xnor2_1, mux4_2, xor2_1"
export IMPL_worstHoldStart="dictionary_i[510]"
export IMPL_worstMarginPinSlew_ns=0.890
export IMPL_hpwl_mm=85.0
export IMPL_p_leak_nw=5.82
export IMPL_fin_crit_sh_pct=67.4
export IMPL_grt_ovfl_total=0
export IMPL_drtIter0Drc=1017
export IMPL_crit_required_ns=25.36
export IMPL_synth_distinct_cells=88
export IMPL_yosys_stat_cells=1460
export IMPL_crit_path_start="in_word[0]"
export IMPL_cap_viol_max_count=0
export IMPL_drt_wl_total_mm=94.9
export IMPL_setup_violations=0
export IMPL_syn_area_um2=12900
export IMPL_grt_pass1_vias=15783
export IMPL_hold_violations=0
export IMPL_cellPowerDensity_nw_per_um2=11.9
export IMPL_most_common_cell="xnor2_1"
export IMPL_via_count=14664
export IMPL_flops=0
export IMPL_min_period_ns=21.35
export IMPL_rows=105
export IMPL_status="finished clean"
cell families (layout without fill, tap and decap cells):
family | count (synthesis) | count (layout) | synth area share, %
compound gates | 169 | 169 | 9.85
other cells | 1 | 21 | 0.0290
mux | 183 | 183 | 26.7
buf+inv | 118 | 606 | 7.05
xor+xnor | 518 | 518 | 35.2
fa+ha+maj | 2 | 2 | 0.194
simple gates | 469 | 469 | 21.0
per-stage QoR:
stage               std cells  area (um^2)  util (%)  setup WS, ns
floorplan                1460        12900         -         14.25
global placement         3018        19300      23.5         10.46
detailed placement       3018        19300      23.5         10.42
CTS                      3018        19300      23.5         10.40
global route             3029        19300      23.5          9.77
finish                   3038        19300      23.5         10.35
worst paths after layout:
path	endpoint	slack, ns	cells after the start
worst min-delay path	out_code[6]	13.75	4
worst max-delay path	out_code[1]	10.35	23
worst max-delay path, delay by kind of cell:
family	cells	cell delay, ns
simple gates	8	2.89
fa+ha+maj	1	0.31
buf+inv	4	2.39
xor+xnor	1	0.15
compound gates	8	2.51
mux	1	0.34
per-layer routing:
layer,up-vias,GRT usage (%),wire length (um)
li1,6559,-,-
met1,7235,22.3,35300
met2,682,34.7,47900
met3,120,8.34,10000
met4,68,2.35,1210
met5,-,0,437
where the power goes:
group,internal (mW),switching [mW],leakage [nW]
logic,0.122,0.108,5.82
registers,0,0,0
clock network,0.0000000852,0,0.000127
total,0.122,0.108,5.82
cells in the final DEF, fill, tap and decap left out, types with 4 or more instances in the layout:
master,instances
o21ai_0,12
o2111ai_1,8
and2_1,15
nor4_2,14
a2111oi_0,5
or4_1,4
mux2i_1,50
and4_1,9
xor2_1,173
inv_1,9
nor3_1,16
a211oi_1,17
a211o_1,4
nor4_1,107
xnor2_1,343
a31oi_1,17
mux4_2,128
a2111oi_2,4
o31ai_1,6
o211ai_1,15
diode_2,20
nand2_1,100
nor3b_1,17
nand4_1,69
or2_2,8
o21ai_1,4
nand3_1,14
nor2_1,59
and3_1,7
clkdlybuf4s50_1,547
a21oi_1,33
buf_4,48
layout make-up:
cell class,instances,area [um^2]
well taps,1070,1340
multi-input cells,1342,12000
diodes,20,50.0
fillers,8907,62800
repair buffers,596,5860
inverters,10,40.0
Power and IR drop assume default switching activity.
