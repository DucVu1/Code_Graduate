==> design.v <==
module barrel_shifter_d1 #(
  parameter WIDTH = 196,
  parameter I_WIDTH = 128,
  parameter SHIFT_BIT = $clog2(WIDTH)
)(
  input  logic [I_WIDTH-1:0]   i_word,
  input  logic [SHIFT_BIT-1:0] i_amt,
  output logic [WIDTH-1:0]     o_word
);
  logic [WIDTH-1:0] stage [$clog2(WIDTH):0];
  assign stage[0] = i_word;
  genvar i;
  generate
    for (i = 0; i < SHIFT_BIT; i++) begin : gen_shift_stage
      assign stage[i+1] = i_amt[i] ? { {2**i{1'b0}}, stage[i][WIDTH-1:2**i] } : stage[i];
    end
  endgenerate
  assign o_word = stage[SHIFT_BIT];
endmodule
==> run.sh <==
#!/bin/bash
# OpenROAD 26Q1-2900-gdf79404cd8, Yosys 0.63+post, stock flow scripts
make -C /OpenROAD-flow-scripts/flow DESIGN_CONFIG=/design/flow/config.mk WORK_HOME=/design/flow/orfs finish
==> config.mk <==
export PLATFORM = sky130hd
export DESIGN_NAME = barrel_shifter_d1
export DESIGN_NICKNAME = barrel_shifter_d1
export VERILOG_FILES = /design/flow/design.v
export SDC_FILE = /design/flow/constraint.sdc
export NUM_CORES = 4
export LEC_CHECK = 1
export CORE_UTILIZATION = 40
==> constraint.sdc <==
current_design barrel_shifter_d1

set clk_period 14.2
set clk_io_pct 0.2

create_clock -name clk0 -period $clk_period

set non_clock_inputs [all_inputs -no_clocks]
set_input_delay [expr $clk_period * $clk_io_pct] -clock clk0 $non_clock_inputs
set_output_delay [expr $clk_period * $clk_io_pct] -clock clk0 [all_outputs]
==> impl_metrics.ini <==
; yosys + openroad results
[critical_path]
cp_num_buf_inv = 3
cp_common_cell = mux2i_1
cp_top_family = multiplexers
cp-end-kind = output port
arrival_ns = 6.70
cpPeakStageDelay_ns = 0.76
cpMaxStageDelayCell = buf_4
critPathMaxFanout = 68
path_cells = buf_8 -> buf_4 -> mux4_2 -> mux2_2 -> mux2i_1 -> mux2i_1 -> a2111o_1 -> clkdlybuf4s50_1
startpoint_type = input pin
crit_type = in -> out
cp.required_ns = 11.36

[floorplanning]
fp_util = 0.409
num_rows = 58
ios = 332
dieHeight_um = 163
die_x_um = 163
core_um2 = 25300
dieArea_um2 = 26600

[cells_and_area]
regArea_um2 = 0
final_cell_mix = 260 x clkdlybuf4s50_1, 152 x nor2_1, 145 x mux4_2, 112 x nand2_1, 108 x mux2_2
ff_count = 0
drive_above_1_share = 0.232
syn_to_final_growth_pct = 23.2
layout_top_cell = clkdlybuf4s50_1
nClkBuffers = 0

[grt]
grt_antenna_before_repair = 0
grt_max_degree = 72
grt_overflow = 0
grt_pass1_wl_um = 76200
grt_pass1_vias = 11100
grt_usage = 0.409

[clock_tree]
post-cts-setup-buffers = 0
hold_buffers = 0
post_cts_resized = 0

[detailed_routing]
wl_um = 52300
wire_per_inst_um = 30.8
diodes = 0
vias_per_cell = 6.89
drc = 0
antenna_left = 0
drt_iter0_markers = 1420
first_pass_iters = 5
route.vias.total = 11700

[synth]
ys_cells = 1197
yosysTopAreaCell = mux4_2
syn_avg_cell_area_um2 = 8.66
top_cell_area_share = 0.315
yosys_warnings = 2
syn_inst = 1197
synth_seq_share = 0
syn_area_um2 = 10400
ys_types = 66
area_leaders = mux4_2 31%, mux2_2 12%, mux2i_1 9.4%, nor2_1 5.5%, buf_4 5.3%
yosys-stat-area_um2 = 10400

[power]
total_leakage_power_nw = 4.61
peakVddDrop_v = 0.0000350
powerDensity_nw_per_um2 = 46.7

[min_path]
hold_path_class = in -> out

[timing]
fmax_mhz = 105
whs_ns = 6.70
finalHoldViolCount = 0
maxSlewViolCount = 0
rsz0062_at_grt = no
finalCriticalPeriod_ns = 9.54
fin_crit_sh = 0.672
tns_ns = 0
setup_viol = 0
timing.slew.headroom = 0.445
tightestPinTransition_ns = 0.832
fin_ws_ns = 4.66

[placement]
place_congestion = 1.12
port_buffers = 264
dp_slack_ns = 4.67
dp_hpwl_um = 42000

[run_status]
status = complete, no violations

[run]
maxCapViolCount = 0
warning_count = 32
==> final cells by class <==
cell class	count	area, um^2
Fill cell	2415	12600
Inverter	5	22.5
Multi-Input combinational cell	1062	9430
Tap cell	330	413
Timing Repair Buffer	301	2910
==> synth_stat cells (all sizes together) (4+ instances only) <==
cell,instances
nor2,153
mux4,145
buf,130
mux2,113
nand2,112
mux2i,103
o22ai,68
clkbuf,67
o21ai,48
a21oi,37
o22a,29
a22oi,25
o211ai,19
o221ai,16
a211oi,14
nor3,12
a211o,11
nand3,10
and2,8
a31oi,6
a21o,5
a2bb2oi,5
o32ai,5
o2bb2ai,4
or2,4
or3,4
or4,4
==> cells by family (layout without fill, tap and decap cells) <==
| kind of cell | count (synthesis) | in the layout | synth area share |
|---|---|---|---|
| multiplexers | 361 | 361 | 0.545 |
| AND-OR/OR-AND | 317 | 317 | 0.215 |
| AND/OR/NAND/NOR | 316 | 316 | 0.125 |
| buffers and inverters | 202 | 306 | 0.115 |
| other | 1 | 68 | 0.000362 |
==> where the power goes <==
part           internal (mW)  switching, mW
sequential                 0              0
clock                      0              0
combinational          0.266          0.330
==> worst min-delay path: cells and delay by family <==
kind / cells / cell delay, ns
buffers and inverters: 3 / 0.78
AND/OR/NAND/NOR: 1 / 0.17
AND-OR/OR-AND: 1 / 0.05
==> worst paths after layout <==
| check | from | to | slack (ns) | cells after the start |
|---|---|---|---|---|
| max | i_amt[0] | o_word[21] | 4.66 | 8 |
| min | i_amt[5] | o_word[72] | 6.70 | 5 |
==> metrics by stage <==
| stage | instance area (um^2) | std cells | total power [mW] | util |
|---|---|---|---|---|
| finish | 12800 | 1698 | 0.597 | 0.504 |
| global route | 12800 | 1698 | 0.623 | 0.504 |
| CTS | 12800 | 1698 | 0.577 | 0.504 |
| detailed placement | 12800 | 1698 | 0.574 | 0.504 |
| global placement | 12800 | 1698 | 0.576 | 0.504 |
| floorplan | 10600 | 1264 | 0.343 | - |
==> routing by layer <==
| metal | track usage | routed length, um | part of all wire |
|---|---|---|---|
| met1 | 0.593 | 20500 | 0.39 |
| met2 | 0.579 | 21900 | 0.42 |
| met3 | 0.150 | 7770 | 0.15 |
| met4 | 0.127 | 2080 | 0.040 |
| met5 | 0 | 0 | 0 |
Power figures rest on the tool's default switching activity, not on a simulated workload.
