$ cat ./run.sh
#!/bin/bash
# OpenROAD 26Q1-2900-gdf79404cd8, Yosys 0.63+post, stock flow scripts
make -C /OpenROAD-flow-scripts/flow DESIGN_CONFIG=/design/flow/config.mk WORK_HOME=/design/flow/orfs finish
$ cat ./config.mk
export PLATFORM = sky130hd
export DESIGN_NAME = fifo_based_dict
export DESIGN_NICKNAME = fifo_based_dict
export VERILOG_FILES = /design/flow/design.v
export SDC_FILE = /design/flow/constraint.sdc
export NUM_CORES = 4
export LEC_CHECK = 1
export CORE_UTILIZATION = 30
$ cat ./constraint.sdc
current_design fifo_based_dict

set clk_period 7.1
set clk_io_pct 0.2

create_clock -name clk0 -period $clk_period [get_ports {i_clk}]

set non_clock_inputs [all_inputs -no_clocks]
set_input_delay [expr $clk_period * $clk_io_pct] -clock clk0 $non_clock_inputs
set_output_delay [expr $clk_period * $clk_io_pct] -clock clk0 [all_outputs]
$ cat ./design.v
module fifo_based_dict #(
    parameter DATA_WIDTH = 32,          
    parameter WORDS_PER_ENTRY = 16      
)(
    input  logic                                  i_clk,
    input  logic                                  i_reset,
    input  logic                                  wr,       
    input  logic [DATA_WIDTH-1:0]                 w_data,   
    output logic [WORDS_PER_ENTRY*DATA_WIDTH-1:0] r_data,  
    output logic                                  full      
);
    logic [$clog2(WORDS_PER_ENTRY)-1:0] word_index;  
    assign full = (word_index == (WORDS_PER_ENTRY - 1));
    logic w_en;
    assign w_en = wr;
    reg_file_single #(
        .DATA_WIDTH(DATA_WIDTH),
        .WORDS_PER_ENTRY(WORDS_PER_ENTRY)
    ) reg_file_inst (
        .clk(i_clk),
        .w_en(w_en),
        .word_index(word_index),
        .w_data(w_data),
        .r_data(r_data)
    );
    always_ff @(posedge i_clk or posedge i_reset) begin
        if (i_reset)
            word_index <= 0;
        else if (wr) begin
            if (word_index == (WORDS_PER_ENTRY - 1))
                word_index <= 0;   
            else
                word_index <= word_index + 1'b1;
        end
    end
endmodule
module reg_file_single #(
    parameter DATA_WIDTH = 32,          
    parameter WORDS_PER_ENTRY = 16      
)(
    input  logic                         clk,
    input  logic                         w_en,
    input  logic [$clog2(WORDS_PER_ENTRY)-1:0] word_index,  
    input  logic [DATA_WIDTH-1:0]        w_data,          
    output logic [WORDS_PER_ENTRY*DATA_WIDTH-1:0] r_data    
);
    logic [DATA_WIDTH-1:0] memory [WORDS_PER_ENTRY-1:0];
    always_ff @(posedge clk) begin 
        if (w_en)
            memory[word_index] <= w_data;
    end
    assign r_data = { memory[15], memory[14], memory[13], memory[12],
                      memory[11], memory[10], memory[9],  memory[8],
                      memory[7],  memory[6],  memory[5],  memory[4],
                      memory[3],  memory[2],  memory[1],  memory[0] };
endmodule
==> results.json <==
{
  "dp.cells": 1800,
  "syn_inst": 557,
  "setup_viol": 0,
  "first_global_vias": 8520,
  "ff_type": "edfxtp_1",
  "fp_util_pct": 30.5,
  "cp_max_fo": 7,
  "slew_violations": 0,
  "tns_ns": 0,
  "drcViolationCount": 0,
  "drt_first_pass_iters": 4,
  "grt_setup_unrepaired": "false",
  "cts_root_buf": "clkbuf_16",
  "fin_skew_ns": 0.0155,
  "antenna_left": 0,
  "top_cells_by_count": "512 x edfxtp_1, 16 x and2_1, 5 x nand2_1, 4 x dfrtp_1, 4 x ha_1",
  "drive_gt1_share_pct": 9.29,
  "syn-mean-instance-area_um2": 28.3,
  "power.total_uw": 6990,
  "finalHoldViolCount": 0,
  "synth.distinct_cells": 18,
  "crit_path_end_kind": "output port",
  "die_h_um": 231,
  "grt_pass1_wl_mm": 63.0,
  "gr-total-overflow": 0,
  "clock-sinks": 516,
  "leakage_uw": 0.00788,
  "max-vdd-ir-drop_mv": 0.234,
  "max_slew_margin_pct": 50.5,
  "dpl.hpwl_mm": 30.9,
  "edf_count": 512,
  "cap_viol_max_count": 0,
  "pre_cts_ws_ns": 3.34,
  "ios": 548,
  "startpoint_type": "flip-flop",
  "rows": 83,
  "clk_latency_ns": 0.58,
  "ys_chip_area_um2": 15800,
  "syn2layout_area_growth_pct": 51.8,
  "arrival_ns": 2.08,
  "place_congestion": 0.851,
  "status": "complete, no violations",
  "tightest_slew_ns": 0.740,
  "wirelength_mm": 46.3,
  "clock_path_buffers": 3,
  "period_needed_ns": 3.50,
  "yosys_cells": 557,
  "htree_levels": 2,
  "cts_resized": 0,
  "p_per_area_nw_per_um2": 292,
  "worst_ep_required_time_ns": 5.68,
  "track_usage_pct": 18.4,
  "port_buffers": 547,
  "routed_via_density": 4.27,
  "yosys_warnings": 2,
  "dieArea_um2": 53400,
  "path_clk_slew_ns": 0.06,
  "synthTopCellsByArea": "edfxtp_1 98%, and2_1 0.64%, dfrtp_1 0.64%",
  "cts_setup_buffers": 0,
  "async_reset_ff_share_pct": 0.775,
  "tool_warnings": 28,
  "hp-class": "reg2reg",
  "first_iter_violations": 480,
  "ys_seq_share_pct": 98.2,
  "antenna_cells": 0,
  "grt_start_max_net_pins": 33,
  "final_cell_area_um2": 23900,
  "setup_slack_ns": 3.60,
  "synth.cell_area_um2": 15800,
  "fillCellCount": 4210,
  "placed_area_um2": 22200,
  "cts_tree": "done",
  "fmax_mhz": 286,
  "path_class": "reg2out",
  "period_used_pct": 49.3,
  "final_cells": 1896,
  "numCtsBuffers": 52,
  "core_um2": 51600,
  "wl_per_cell_um": 24.4,
  "vias": 8092,
  "numSynthFlops": 516,
  "top_area_share_pct": 97.6,
  "antenna_found_initial": 1,
  "most_common_cell": "edfxtp_1",
  "die_w_um": 231,
  "yosys.area.top_type": "edfxtp_1",
  "ctsHoldBuffers": 0
}
metal layers:
| layer | wire, um | vias to the layer above | GRT usage [%] | part of all wire [%] |
|---|---|---|---|---|
| met5 | 16 | - | 0 | 0.035 |
| met4 | 740 | 2 | 2.55 | 1.6 |
| met3 | 6430 | 53 | 11.5 | 14 |
| met2 | 23000 | 544 | 28.8 | 50 |
| met1 | 16100 | 3993 | 22.9 | 35 |
| li1 | - | 3500 | - | - |
layout make-up:
class	instances	area, um^2	area share (%)
clock buffer	59	1350	5.64
clock inverter	37	347	1.45
inverter	3	11.3	0.0471
multi-input combinational	37	282	1.18
sequential	516	15500	64.7
tap	680	851	3.56
timing repair buffer	564	5600	23.4
report_power, final:
part	internal, uW	switching (uW)	leakage (uW)
Clock	1580	1120	0.000821
Sequential	3610	71.1	0.00467
Combinational	311	294	0.00239
cells by family (layout without fill, tap and decap cells):
| logic type | count (synthesis) | count (layout) | share of synthesized area, % |
|---|---|---|---|
| AND-OR/OR-AND | 4 | 4 | 0.127 |
| buffers and inverters | 4 | 663 | 0.119 |
| AND/OR/NAND/NOR | 28 | 28 | 1.16 |
| XOR/XNOR | 1 | 1 | 0.0556 |
| adder cells (fa/ha/maj) | 4 | 4 | 0.318 |
| flip-flops | 516 | 516 | 98.2 |
path summary, 6_finish.rpt:
check | from | endpoint | slack (ns) | depth (start not counted)
max in group asynchronous | i_reset | word_index[0] | 5.92 | 2
setup / recovery | word_index[0] | full | 3.60 | 3
hold / removal | word_index[2] | word_index[2] | 0.60 | 1
hold reg to reg | word_index[2] | word_index[2] | 0.60 | 1
setup reg to reg | word_index[0] | reg_file_inst.memory[4][11] | 4.96 | 4
min in group asynchronous | i_reset | word_index[1] | 1.02 | 2
through the flow:
stage	utilization, %	hold WS, ns
2_1_floorplan	-	0.537
3_3_place_gp	43.1	0.569
3_5_place_dp	43.1	0.577
4_1_cts	46.3	0.593
5_1_grt	46.3	0.618
6_report	46.3	0.598
cells in the final DEF, fill, tap and decap left out:
master	count
a21oi_1	1
and2_2	16
and3_1	1
and3_2	1
and3b_1	1
and3b_4	1
buf_4	17
bufinv_16	6
clkbuf_1	6
clkbuf_16	53
clkdlybuf4s50_1	547
clkinv_1	14
clkinv_2	8
clkinv_4	2
clkinvlp_4	4
dfrtp_1	4
edfxtp_1	512
ha_1	4
inv_1	3
inv_6	3
nand2_1	5
nand2b_1	1
nand3_2	1
nor3b_2	1
o21ai_0	2
o21ai_1	1
xnor2_1	1
worst max-delay path: stages, from the launching register on:
cell and delay (ns):
dfrtp_1 0.44, ha_1 0.29, and3_2 0.26, clkdlybuf4s50_1 0.51
sequential cells by signal (all words and copies together) (netlist names):
register and flops:
word_index 4, reg_file_inst.memory 512
Power figures rest on the tool's default switching activity, not on a simulated workload.
